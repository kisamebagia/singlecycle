==> flow/design.v <==
module dff_1bit (
    input  logic i_clk,
    input  logic i_reset,   
    input  logic i_d,
    output logic o_q
);
    always_ff @(posedge i_clk or negedge i_reset) begin
        if (!i_reset) begin 
            o_q <= 1'b0;
        end else begin
            o_q <= i_d;
        end
    end
endmodule
module dff_en_1bit (
    input  logic i_clk,
    input  logic i_reset,  
    input  logic i_en,
    input  logic i_d,
    output logic o_q
);
    logic q_reg;  
    logic d_mux; 
    mux2to1_1bit en_mux (
        .i_data0(q_reg),
        .i_data1(i_d),
        .i_sel(i_en),
        .o_data(d_mux)
    );
    dff_1bit dff (
        .i_clk(i_clk),
        .i_reset(i_reset),
        .i_d(d_mux),
        .o_q(q_reg)       
    );
    assign o_q = q_reg;
endmodule
module mux2to1_1bit (
    input  logic i_data0,
    input  logic i_data1,
    input  logic i_sel,
    output logic o_data
);
    logic sel_n, and0, and1;
    assign sel_n = ~i_sel;
    assign and0 = sel_n & i_data0;
    assign and1 = i_sel & i_data1;
    assign o_data = and0 | and1;
endmodule
module register_32bit (
    input  logic        i_clk,
    input  logic        i_reset,
    input  logic        i_en,
    input  logic [31:0] i_d,
    output logic [31:0] o_q
);
    genvar i;
    generate
        for (i = 0; i < 32; i = i + 1) begin : dff_array
            dff_en_1bit dff (
                .i_clk(i_clk),
                .i_reset(i_reset),
                .i_en(i_en),
                .i_d(i_d[i]),
                .o_q(o_q[i])
            );
        end
    endgenerate
endmodule
==> flow/run.sh <==
#!/bin/bash
# OpenROAD 26Q1-2900-gdf79404cd8, Yosys 0.63+post, stock flow scripts
make -C /OpenROAD-flow-scripts/flow DESIGN_CONFIG=/design/flow/config.mk WORK_HOME=/design/flow/orfs finish
==> flow/config.mk <==
export PLATFORM = sky130hd
export DESIGN_NAME = register_32bit
export DESIGN_NICKNAME = register_32bit
export VERILOG_FILES = /design/flow/design.v
export SDC_FILE = /design/flow/constraint.sdc
export NUM_CORES = 4
export LEC_CHECK = 1
export CORE_AREA = 10 10 94 94
export DIE_AREA = 0 0 104 104
==> flow/constraint.sdc <==
current_design register_32bit

set clk_period 1.1
set clk_io_pct 0.2

create_clock -name clk0 -period $clk_period [get_ports {i_clk}]

set non_clock_inputs [all_inputs -no_clocks]
set_input_delay [expr $clk_period * $clk_io_pct] -clock clk0 $non_clock_inputs
set_output_delay [expr $clk_period * $clk_io_pct] -clock clk0 [all_outputs]
==> qor.yml <==
clock_network:
  number_of_buffers_created_by_cts: 5
  cts-htree-levels: 2
  ctsRootBufferMaster: "sky130_fd_sc_hd__clkbuf_8"
  clkSinkCount: 32
  clk_transition_reported_paths_ps: 70
  cts_buffer_depth: 2
  clock_latency_ps: 280
  tritoncts: "done"
setup_path:
  worstSetupEndpointType: "primary output"
  worstPathMaxFanout: 2
  timing.critical_path.required_ps: 880
  worstPathCellList: "clkdlybuf4s15_1"
  cp_data_arrival_time_ps: 850
  slowest_delay_ps: 380
  start_kind: "flip-flop"
  critical_path.n_buffers_inverters: 1
  timing.critical_path.slowest_stage_cell: "sky130_fd_sc_hd__dfrtp_1"
  worst-setup-path-type: "flip-flop to primary output"
  critical-path-top-delay-family: "flip-flops"
cells_and_area:
  drive_gt1_share_pct: 49.1
  filler_cell_count: 699
  mostFrequentLayoutCells: "sky130_fd_sc_hd__dfrtp_1 (32), sky130_fd_sc_hd__clkdlybuf4s50_1 (32), sky130_fd_sc_hd__mux2_4 (30)"
  syn_to_layout_area_delta_pct: 43.1
yosys:
  yosysSeqAreaShare_pct: 50.5
  postSynthAreaPerCell_um2: 15.9
  synth-seq-cells: 32
  xor_area_share_pct: 0
  synth_stat.cells: 100
  ys_chip_area_um2: 1590
  synthSimpleGateAreaFrac_pct: 0
  mux_area_share_pct: 29.8
  synthesis.area_um2: 1590
  postSynthCellCount: 100
  logic_family: "multiplexers"
  synthAdderAreaFrac_pct: 0
  synthAoiAreaFrac_pct: 0
  synthDistinctLibCells: 6
  yosys_warnings: 1
floorplan:
  die.size.x_um: 104
  top_level_ports: 67
  fp-utilization_pct: 23.2
  chipHeight_um: 104
  rows: 30
  coreArea_um2: 6830
  fp.dieArea_um2: 10800
sta:
  timing.final.max_slew_violations: 0
  timing_worst_slew_pin_value_ps: 191
  slew_headroom_pct: 87.3
  timing.final.setup_violations: 0
  min_period_ps: 1070
  max_freq_mhz: 939
  final_min_period_over_clock_period_pct: 96.8
  holdWs_ps: -119
  clock_skew_ps: 0
  hold_viol: 32
drt:
  route.antenna.remaining_nets: 0
  drt_pre_antenna_iters: 2
  vias_per_cell: 3.50
  num_antenna_cells: 0
  overall_routed_net_length_um: 3540
  via_count_of_the_routed_design: 893
  detail_route.drc_violations: 0
  initialDrtViolationCount: 7
  post_drt_wl_per_cell_um: 13.9
grt:
  globalRoute.totalOverflow: 0
  grt_start_max_net_pins: 33
  grt_first_pass_wirelength_um: 5690
  grt_total_usage_pct: 6.47
  grt_pass1_vias: 962
  initial_antenna_violation_count: 0
place:
  gp_congestion: 0.685
  dp_hpwl_um: 2510
  numPortBuffers: 66
pwr:
  design_power_total_uw: 2970
  cellLeakagePower_uw: 0.00107
  vdd_ir_drop_max_v: 0.000372
  powerDensity_nw_per_um2: 1310
outcome:
  outcome: "finished with violations"
  violated_checks: "hold timing"
job:
  stage_log_warnings: 27
  cap_viol_max_count: 0
worst_hold_path:
  hold_class: "input pin to asynchronous set/reset pin"
-- report_power, final --
| group | internal (uW) | leakage, uW | total [uW] | switching (uW) |
|---|---|---|---|---|
| logic | 478 | 0.000647 | 629 | 151 |
| registers | 1290 | 0.000374 | 1350 | 57.4 |
| clock network | 558 | 0.0000503 | 993 | 436 |
-- kinds of logic (layout without fill, tap and decap cells) --
family	after synthesis	in the layout
flops	32	32
buf+inv	36	95
mux	32	32
-- final cells by class --
class	instances	area (um^2)	share of cell area, %
multi-input combinational	32	473	20.8
timing repair buffer	88	778	34.3
sequential	32	801	35.3
tap	96	120	5.30
clock buffer	7	96.3	4.25
-- what timing repair did --
item,CTS,global route
endpoints found under the setup margin,32,21
resized,66,14
hold endpoints to repair,32,32
setup buffers,10,9
-- through the flow --
stage                     setup WS (ps)  utilization, %  instances  instance area, um^2  setup TNS (ps)
after floorplan                     213               -        100                 1590               0
after detailed placement           34.2            30.8        229                 2100               0
after global routing              -5.46            33.2        255                 2270           -11.0
final                              34.9            33.2        255                 2270               0
after CTS                          7.41            33.2        246                 2270               0
after global placement             34.7            30.8        229                 2100               0
-- Yosys cell counts, drive strengths merged --
cell type	count	area, um^2
dfrtp	32	801
buf	36	312
mux2	32	473
-- per-layer routing --
metal / wire length [um] / track usage, % / vias up / share of wire (%)
met5: 0 / 0 / - / 0
met4: 16 / 0.795 / 0 / 0.45
met3: 296 / 3.07 / 2 / 8.4
met2: 1730 / 9.91 / 34 / 49
met1: 1490 / 8.40 / 439 / 42
li1: - / - / 418 / -
-- final timing paths --
path | start | endpoint | slack [ps] | depth (start not counted)
max in group asynchronous | i_reset | asynchronous set/reset pin | 1020 | 2
worst min register to register | flip-flop | flip-flop | 500 | 1
worst max-delay path | flip-flop | o_q[8] | 30 | 1
min in group clk0 | i_en | flip-flop | 450 | 3
worst max register to register | flip-flop | flip-flop | 110 | 3
worst min-delay path | i_reset | asynchronous set/reset pin | -120 | 2
Power and IR drop assume default switching activity.
