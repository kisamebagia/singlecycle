<file path="/design/flow/run.sh">
#!/bin/bash
# OpenROAD 26Q1-2900-gdf79404cd8, Yosys 0.63+post, stock flow scripts
make -C /OpenROAD-flow-scripts/flow DESIGN_CONFIG=/design/flow/config.mk WORK_HOME=/design/flow/orfs finish
</file>
<file path="/design/flow/config.mk">
export PLATFORM = sky130hd
export DESIGN_NAME = decoder_5to32
export DESIGN_NICKNAME = decoder_5to32
export VERILOG_FILES = /design/flow/design.v
export SDC_FILE = /design/flow/constraint.sdc
export NUM_CORES = 4
export LEC_CHECK = 1
export CORE_AREA = 10 10 70 70
export DIE_AREA = 0 0 80 80
</file>
<file path="/design/flow/constraint.sdc">
current_design decoder_5to32

set clk_period 1.3
set clk_io_pct 0.2

create_clock -name clk0 -period $clk_period

set non_clock_inputs [all_inputs -no_clocks]
set_input_delay [expr $clk_period * $clk_io_pct] -clock clk0 $non_clock_inputs
set_output_delay [expr $clk_period * $clk_io_pct] -clock clk0 [all_outputs]
</file>
<file path="/design/flow/design.v">
module decoder_5to32 (
    input  logic [4:0]  i_addr,
    input  logic        i_enable,
    output logic [31:0] o_select
);
    genvar i;
    generate
        for (i = 0; i < 32; i = i + 1) begin : decoder_logic
            localparam logic [4:0] IDX = i[4:0];
            logic xnor_bit[4:0];
            logic match;
            assign xnor_bit[0] = (i_addr[0] & IDX[0]) | (~i_addr[0] & ~IDX[0]);
            assign xnor_bit[1] = (i_addr[1] & IDX[1]) | (~i_addr[1] & ~IDX[1]);
            assign xnor_bit[2] = (i_addr[2] & IDX[2]) | (~i_addr[2] & ~IDX[2]);
            assign xnor_bit[3] = (i_addr[3] & IDX[3]) | (~i_addr[3] & ~IDX[3]);
            assign xnor_bit[4] = (i_addr[4] & IDX[4]) | (~i_addr[4] & ~IDX[4]);
            assign match = xnor_bit[0] & xnor_bit[1] & xnor_bit[2] & xnor_bit[3] & xnor_bit[4];
            assign o_select[i] = match & i_enable;
        end
    endgenerate
endmodule
</file>
==> notes.md <==
Notes on the flow run.

- The run finished, with violations left.
- The final reports fail on setup timing.
- Checking hold timing, the worst path is listed with class primary input to output pin.
- The classification of the worst setup path is primary input to output pin, for reference.
- The summed area of non-filler cells in the final layout is 965 um2, for reference.
- The number of distinct standard cells referenced by the synthesized netlist is 9, for reference.
- In the final layout, the share of cells above drive strength 1 is 0.861.
- The required time of the worst setup path is 1040 ps, for reference.
- The leftover overflow at the end of global routing is 0, for reference.
- The sequential cell count is 0, for reference.
- The floorplan core density is 0.0685, for reference.
- Per the OpenROAD power report, leakage power amounts to 0.434 nW.
- The area fraction of the largest cell type after synthesis is 0.513.
- The setup-violating endpoint count in the final report is 10, for reference.
- The transition time recorded at the tightest slew-check pin is 337 ps.
- For reference, the placement row count at floorplan is 21.
- The synthesized netlist was found by Yosys to have 47 cells.
- The placed cell area is 691 um2, for reference.
- The tool flagged a number of max-cap violations equal to 0.
- Setup repair after global routing could not meet its margin everywhere.
- Yosys attributes the largest share of cell area to nor2_1 (51%), nand4bb_1 (14%), nand4b_1 (11%).
- Before antenna repair, the detailed router went through 2 iterations.
- In this run the VDD rail shows a maximum IR drop of 0.0000446 V.
- Summing over every cut layer, the via total after detailed routing is 581.
- The layout report lists the combined flip-flop and latch area as 0 um2.
- The final timing report gives a worst setup slack of -171 ps.
- For this run, the total global-route usage over all layers was measured as 0.0522.
- The routed layout reports a DRC error count of 0.
- The core region is 3420 um2.
- The weighted congestion reported at the end of routability-driven placement is 0.790, for reference.
- At the end of the flow the core is filled with cells to 0.282.
- The cell area that synthesis handed to floorplanning was 234 um2.
- The largest net degree at the start of global routing is 9, for reference.
- The power density over the cells is 188 nW/um2, for reference.
- Looking at hold timing, the worst path starts from i_addr[2].
- The floorplan step defined a die boundary enclosing 6400 um2.
- The cell count after synthesis is 47, for reference.
- After layout, the clock buffer instance count stands at 0.
- The via count of the first global-routing pass is 557, for reference.
- The wire length of the first global-routing pass is 2.87 mm, for reference.
- The top cell type by total area after synthesis is nor2_1, for reference.
- The final period utilization is 1.13, for reference.
- The total count of hold-check failures in the final report is 0, for reference.
- The report gives the cell count of the worst hold path as 5.
- The worst path in the final design needs a cycle of 1470 ps, including I/O delays and setup.
- The y dimension of the die is 80 um, for reference.
- STA classifies the critical path endpoint as an output pin.
- The maximum clock frequency is 680 MHz, for reference.
- The sequential cell area fraction in the yosys report is 0, for reference.
- The logs give a warning total of 34.
- For this block, the routed nets add up to 1.83 mm of wire.
- Pin placement for this block handled 38 I/O pins.
- Counting pins that exceed their max-slew limit in the final report gives 0.
- The average vias per placed instance is 3.77, for reference.
- The number of warnings issued by yosys is 33, for reference.
- The number of buffers added on ports is 38, for reference.
- The max-slew check reports its worst relative slack as 0.775.
- In the layout the commonest cells are buf_2 (27), buf_6 (16), nor2_2 (15).
- In the placement report, post-DP HPWL is listed as 1.29 mm.
- The pre-CTS setup slack is -817 ps, for reference.
- The routed design shows a wire length per standard cell of 11.9 um.
- The final instance count without filler cells is 154, for reference.
- Once placement completed, the tool counted placed cells totaling 132.
- The number of nets still failing antenna checks after routing is 0, for reference.
- The worst hold path terminates at o_select[1].
- The number of antenna diodes in the final layout is 0.
- STA classifies the critical path startpoint as a primary input.
- The most used logic cell in the final layout is buf_2, for reference.
- The report shows a maximum critical-path fanout of 2.
- The stat command in Yosys gives a chip area of 234 um2.
- The initial antenna violation count came to 0.
- In this run the mean area of a mapped cell was 4.98 um2.
- The floorplan die width is 80 um, for reference.
- In this run the layout overhead on the synthesized area is reported as 312%.
- According to the timing report, the arrival time at the worst endpoint equals 1210 ps.
- The violation tally recorded at the end of detailed-routing iteration 0 is 14.
logic make-up after synthesis:
family,count (synthesis),synth area share
AND/OR/NAND/NOR,44,0.952
buffers and inverters,3,0.0481
per-stage QoR:
step	TNS [ps]	total power, mW	hold WS (ps)
2_1_floorplan	0	0.0310	645
3_3_place_gp	-21970	0.0920	1590
3_5_place_dp	-22390	0.0930	1580
4_1_cts	-761	0.159	911
5_1_grt	-1560	0.194	965
6_report	-789	0.182	939
metal layers:
layer,vias up,track usage,part of all wire
li1,282,-,-
met1,260,0.0620,0.38
met2,36,0.0891,0.45
met3,3,0.0239,0.16
met4,0,0,0.012
met5,-,0,0
cell usage after synthesis, drive strengths merged:
master,count
nor2,32
clkbuf,3
nand4b,3
nand4bb,3
nand2b,2
nand2,1
nand4,1
or2,1
or4b,1
report_power, final:
part           switching [mW]  internal (mW)  total, mW
registers                   0              0          0
clock network               0              0          0
logic                  0.0814          0.100      0.182
total                  0.0814          0.100      0.182
final cells by class:
class,instances,area [um2]
Fill cell,340,2450
Multi-Input combinational cell,44,407
Tap cell,46,57.6
Timing Repair Buffer,64,500
worst max-delay path: stages:
cell and delay [ps]:
buf_6 90, or4b_4 540, buf_6 150, nor2_4 70, buf_2 100
what timing repair did:
action	4_1_cts	5_1_grt
setup buffers	22	1
endpoints found under the setup margin	32	32
gates cloned	0	0
hold buffers	0	0
gates resized	152	25
pin swaps	40	29
worst max path at each step:
stage	end	slack (ps)	start
5_1_grt	o_select[3]	-200	i_addr[3]
6_report	o_select[3]	-170	i_addr[3]
4_1_cts	o_select[0]	-170	i_addr[2]
Power and IR drop assume default switching activity.
